<file path="design/flow/config.mk">
export PLATFORM = sky130hd
export DESIGN_NAME = system
export DESIGN_NICKNAME = system
export VERILOG_FILES = /design/flow/design.v
export SDC_FILE = /design/flow/constraint.sdc
export NUM_CORES = 4
export LEC_CHECK = 1
export CORE_UTILIZATION = 40
</file>
<file path="design/flow/constraint.sdc">
current_design system

set clk_period 8.6
set clk_io_pct 0.2

create_clock -name clk0 -period $clk_period [get_ports {clk}]

set non_clock_inputs [all_inputs -no_clocks]
set_input_delay [expr $clk_period * $clk_io_pct] -clock clk0 $non_clock_inputs
set_output_delay [expr $clk_period * $clk_io_pct] -clock clk0 [all_outputs]
</file>
<file path="design/flow/design.v">
`timescale 1ns / 1ps
module charTo7Segment(
    output reg [6:0] segments,
    input [7:0] char
    );
    always @(char) begin
        case (char)
            "A" : segments = 7'b0100000;
            "B" : segments = 7'b0000011;
            "C" : segments = 7'b0100111;
            "D" : segments = 7'b0100001;
            "E" : segments = 7'b0000110;
            "F" : segments = 7'b0001110;
            "G" : segments = 7'b1000010;
            "H" : segments = 7'b0001011;
            "I" : segments = 7'b1101110;
            "J" : segments = 7'b1110010;
            "K" : segments = 7'b0001010;
            "L" : segments = 7'b1000111;
            "M" : segments = 7'b0101010;
            "N" : segments = 7'b0101011;
            "O" : segments = 7'b0100011;
            "P" : segments = 7'b0001100;
            "Q" : segments = 7'b0011000;
            "R" : segments = 7'b0101111;
            "S" : segments = 7'b1010010;
            "T" : segments = 7'b0000111;
            "U" : segments = 7'b1100011;
            "V" : segments = 7'b1010101;
            "W" : segments = 7'b0010101;
            "X" : segments = 7'b1101011;
            "Y" : segments = 7'b0010001;
            "Z" : segments = 7'b1100100;
            "a" : segments = 7'b0100000;
            "b" : segments = 7'b0000011;
            "c" : segments = 7'b0100111;
            "d" : segments = 7'b0100001;
            "e" : segments = 7'b0000110;
            "f" : segments = 7'b0001110;
            "g" : segments = 7'b1000010;
            "h" : segments = 7'b0001011;
            "i" : segments = 7'b1101110;
            "j" : segments = 7'b1110010;
            "k" : segments = 7'b0001010;
            "l" : segments = 7'b1000111;
            "m" : segments = 7'b0101010;
            "n" : segments = 7'b0101011;
            "o" : segments = 7'b0100011;
            "p" : segments = 7'b0001100;
            "q" : segments = 7'b0011000;
            "r" : segments = 7'b0101111;
            "s" : segments = 7'b1010010;
            "t" : segments = 7'b0000111;
            "u" : segments = 7'b1100011;
            "v" : segments = 7'b1010101;
            "w" : segments = 7'b0010101;
            "x" : segments = 7'b1101011;
            "y" : segments = 7'b0010001;
            "z" : segments = 7'b1100100;
            "1" : segments = 7'b1111001;
            "2" : segments = 7'b0100100;
            "3" : segments = 7'b0110000;
            "4" : segments = 7'b0011001;
            "5" : segments = 7'b0010010;
            "6" : segments = 7'b0000010;
            "7" : segments = 7'b1111000;
            "8" : segments = 7'b0000000;
            "9" : segments = 7'b0010000;
            "0" : segments = 7'b1000000;
            "." : segments = 7'b1101111;
            "," : segments = 7'b1110011;
            ";" : segments = 7'b1110101;
            ":" : segments = 7'b1110110;
            "!" : segments = 7'b0010100;
            "?" : segments = 7'b0110100;
            "+" : segments = 7'b0111001;
            "-" : segments = 7'b0111111;
            "=" : segments = 7'b0110111;
            "*" : segments = 7'b0110110;
            "#" : segments = 7'b1001001;
            "/" : segments = 7'b0101101;
            "\\" : segments = 7'b0011011;
            "¯" : segments = 7'b1111110;
            "_" : segments = 7'b1110111;
            "(" : segments = 7'b1000110;
            ")" : segments = 7'b1110000;
            "'" : segments = 7'b1011111;
            "\"" : segments = 7'b1011101;
            "°" : segments = 7'b0011100;
            "<" : segments = 7'b1011110;
            ">" : segments = 7'b1111100;
            "%" : segments = 7'b1011011;
            "@" : segments = 7'b1101000;
            default : segments = 7'b1111111;
        endcase
    end
endmodule
`timescale 1ns / 1ps
module clkDivider(
    output clkDiv,
    input clk
    );
    reg clkDiv;
    initial begin
        clkDiv=0;
    end
    always @(posedge clk) begin
        clkDiv=~clkDiv;
    end
endmodule
`timescale 1ns / 1ps
module clkDividerN #(parameter N=19)(
    output targetClk,
    input inputClk
    );
    wire [N-1:0] tclk;
    assign tclk[0]= inputClk;
    genvar c;
    generate for(c=0;c<N-1;c=c+1) begin
        clkDivider fDiv(tclk[c+1],tclk[c]);
    end endgenerate
    clkDivider fdivTarget(targetClk,tclk[N-1]);
endmodule
`timescale 1ns / 1ps
module clkToBaudrate(
    output reg baudrateClk,
    input clk
    );
    integer counter;
    always @(posedge clk) begin
        counter = counter + 1;
        if (counter == 325) begin 
            counter = 0;
            baudrateClk = ~baudrateClk; 
        end 
    end
endmodule
`timescale 1ns / 1ps
module quadSevenSeg(
    output [6:0] seg,  
    output dp,  
    output an0,
    output an1,
    output an2,
    output an3,
    input [7:0] char0,  
    input [7:0] char1,
    input [7:0] char2,
    input [7:0] char3,  
    input clk
    );
    reg [1:0] ns;  
    reg [1:0] ps;  
    reg [3:0] dispEn;  
    reg [7:0] char_in;
    wire [6:0] segments;
    assign seg = segments;
    charTo7Segment segDecode(segments,char_in);
    assign dp = 1;  
    assign {an3,an2,an1,an0} = ~dispEn;
    always @(posedge clk)
        ps = ns;
    always @(ps) 
        ns = ps+1;
    always @(ps)
        case(ps)
            2'b00: dispEn = 4'b0001;
            2'b01: dispEn = 4'b0010;
            2'b10: dispEn = 4'b0100;
            2'b11: dispEn = 4'b1000;
        endcase
    always @(ps)
        case(ps)
            2'b00: char_in = char0;
            2'b01: char_in = char1;
            2'b10: char_in = char2;
            2'b11: char_in = char3;
        endcase
endmodule
`timescale 1ns / 1ps
module rs232_rx(
    output reg finish_receive,
    output reg [7:0] data_out,
    input signal_in,
    input clk
    );
    reg last_signal_in;
    reg is_receiving = 0;
    reg [7:0] count;
    always@(posedge clk) begin
        if (~is_receiving & last_signal_in & ~signal_in) begin
            is_receiving <= 1;
            finish_receive <= 0;
            count <= 0;
        end
        last_signal_in <= signal_in;
        count <= (is_receiving) ? count+1 : 0;
        case (count)
            8'd24:  data_out[0] <= signal_in;
            8'd40:  data_out[1] <= signal_in;
            8'd56:  data_out[2] <= signal_in;
            8'd72:  data_out[3] <= signal_in;
            8'd88:  data_out[4] <= signal_in;
            8'd104: data_out[5] <= signal_in;
            8'd120: data_out[6] <= signal_in;
            8'd136: data_out[7] <= signal_in;
            8'd152: begin finish_receive <= 1; is_receiving <= 0; end
        endcase
    end
endmodule
`timescale 1ns / 1ps
module rs232_tx(
    output reg finish_send,
    output reg signal_out,
    input [7:0] data_to_transmit,
    input signal_in,
    input clk
    );
    reg last_signal_in;
    reg is_sending = 0;
    reg [7:0] count;
    reg [7:0] data;
    always@(posedge clk) begin
        if (~is_sending & ~last_signal_in & signal_in) begin
            data <= data_to_transmit;
            is_sending <= 1;
            finish_send <= 0;
            count <= 0;
        end
        last_signal_in <= signal_in;
        if (is_sending) begin
            count <= count + 1;
        end
        else begin
            count <= 0;
            signal_out <= 1; 
        end
        case (count)
            8'd8: signal_out <= 0;
            8'd24: signal_out <= data[0];  
            8'd40: signal_out <= data[1];
            8'd56: signal_out <= data[2];
            8'd72: signal_out <= data[3];
            8'd88: signal_out <= data[4];
            8'd104: signal_out <= data[5];
            8'd120: signal_out <= data[6];
            8'd136: signal_out <= data[7];
            8'd152: begin finish_send <= 1; is_sending <= 0; end
        endcase
    end
endmodule
`timescale 1ns / 1ps
module system(
    output [6:0] seg,
    output dp,
    output [3:0] an,
    output wire RsTx,  
    input wire RsRx,  
    input clk
    );
    wire [7:0] last_valid_data;
    uart_rs232 uart(last_valid_data, RsTx, RsRx, clk);
    reg [7:0] char3,char2,char1,char0;  
    wire an0,an1,an2,an3;  
    assign an={an3,an2,an1,an0};
    wire tdmClk;
    clkDividerN #(19) tdmClkDivider(tdmClk, clk);
    quadSevenSeg sevenSegment(seg,dp,an0,an1,an2,an3,char0,char1,char2,char3,tdmClk);
    always @(posedge tdmClk) begin
        char0 = last_valid_data;
        char1 = " ";
        char2 = " ";
        char3 = " ";
    end
endmodule
`timescale 1ns / 1ps
module uart_rs232(
    output reg [7:0] last_valid_data,
    output RsTx,
    input RsRx,
    input clk
    );
    reg signal_to_tx, last_receive;
    reg [7:0] data_to_tx;
    wire [7:0] data_from_rx;
    wire finish_send, finish_receive, baudrateClk;
    clkToBaudrate baudrateClockDivider(baudrateClk, clk);
    rs232_rx receiver(finish_receive, data_from_rx, RsRx, baudrateClk);
    rs232_tx transmitter(finish_send, RsTx, data_to_tx, signal_to_tx, baudrateClk);
    always @(posedge baudrateClk) begin
        if (signal_to_tx) begin
            signal_to_tx = 0;
        end
        if (~last_receive & finish_receive) begin
            data_to_tx = data_from_rx;
            signal_to_tx = 1;
            last_valid_data = data_to_tx;
        end
        last_receive = finish_receive;
    end
endmodule
</file>
<file path="design/flow/run.sh">
#!/bin/bash
# OpenROAD 26Q1-2900-gdf79404cd8, Yosys 0.63+post, stock flow scripts
make -C /OpenROAD-flow-scripts/flow DESIGN_CONFIG=/design/flow/config.mk WORK_HOME=/design/flow/orfs finish
</file>
==> out/qor.json <==
{
  "clock_path_buffers": {"value": 2},
  "grt_overflow_total": {"value": 0},
  "grt_pass1_wl": {"value": 17100, "unit": "um"},
  "die_area": {"value": 14000, "unit": "sq um"},
  "grt_usage": {"value": 15.2, "unit": "%"},
  "timing.hold.worst.start": {"value": "tdmClkDivider.genblk1[0].fDiv.clkDiv"},
  "outcome": {"value": "finished clean"},
  "synthTopLogicFamily": {"value": "simple AND/OR/NAND/NOR gates"},
  "crit_slowest_cell": {"value": "nor3_1"},
  "fmax": {"value": 0.298, "unit": "GHz"},
  "synthArstFlopShare": {"value": 0, "unit": "%"},
  "drive_gt1_share": {"value": 5.05, "unit": "%"},
  "setup_viol_count_final": {"value": 0},
  "antenna_cells": {"value": 0},
  "die_width": {"value": 119, "unit": "um"},
  "detail-route-antenna-nets": {"value": 0},
  "internal_power": {"value": 290, "unit": "uW"},
  "postLayoutCellArea": {"value": 5830, "unit": "sq um"},
  "syn_inst": {"value": 601},
  "tritoncts.num_buffers": {"value": 5},
  "globalRouteMet3Util": {"value": 1.62, "unit": "%"},
  "numSynthFlops": {"value": 110},
  "groute.layer.met1.usage": {"value": 24.6, "unit": "%"},
  "wirelength": {"value": 9990, "unit": "um"},
  "yosys-top-cells-area": {"value": "dfxtp_1, edfxtp_1, ha_1, xnor2_1, nand2_1"},
  "synth_sequential_area_ratio": {"value": 45.4, "unit": "%"},
  "worst_clock_skew": {"value": 2.72, "unit": "ps"},
  "gr-usage-met2": {"value": 23.8, "unit": "%"},
  "cp_data_required_time": {"value": 8580, "unit": "ps"},
  "setup_total_negative_slack": {"value": 0, "unit": "ps"},
  "post-route-drc-count": {"value": 0},
  "reg2reg_from": {"value": "uart.baudrateClockDivider.counter[0]"},
  "min_period_over_period": {"value": 39.0, "unit": "%"},
  "post-synth-top-area-cell": {"value": "dfxtp_1"},
  "synthFlopType": {"value": "dfxtp_1"},
  "floorplan.die.height": {"value": 119, "unit": "um"},
  "fp-row-count": {"value": 42},
  "cp-start-kind": {"value": "flop"},
  "comb_power_share": {"value": 0.3, "unit": "%"},
  "critical_path_cell_count": {"value": 8},
  "first_global_vias": {"value": 3536},
  "critical-path-max-stage-delay": {"value": 610, "unit": "ps"},
  "worstRegToRegCells": {"value": 8},
  "synth-simple-area-share": {"value": 23.0, "unit": "%"},
  "synth_top_cell_by_count": {"value": "dfxtp_1"},
  "worst_r2r_endpoint": {"value": "uart.baudrateClockDivider.baudrateClk"},
  "unclocked_pins": {"value": 76},
  "post_cts_setup_repair_buffer_count": {"value": 0},
  "reg2reg_slack": {"value": 5250, "unit": "ps"},
  "power_frac_seq": {"value": 44.8, "unit": "%"},
  "yosys-stat-cells": {"value": 601},
  "timing.final.crit_period": {"value": 3350, "unit": "ps"},
  "number_of_cells_on_the_worst_hold_path": {"value": 1},
  "clock_power_share": {"value": 54.9, "unit": "%"},
  "syn_to_final_growth": {"value": 7.35, "unit": "%"},
  "post_cts_resized": {"value": 0},
  "hpwlAfterDp": {"value": 7340, "unit": "um"},
  "clk_pin_slew": {"value": 50, "unit": "ps"},
  "slew_headroom": {"value": 52.0, "unit": "%"},
  "htree_levels": {"value": 2},
  "ioPinCount": {"value": 15},
  "synth.top_cells.by_count": {"value": "dfxtp_1, nand2_1, inv_1"},
  "post_synth_xor_area_fraction": {"value": 6.61, "unit": "%"},
  "clkLatencyLatePin": {"value": 280, "unit": "ps"},
  "whs_endpoint": {"value": "tdmClkDivider.genblk1[0].fDiv.clkDiv"},
  "critPathTopFamily": {"value": "simple AND/OR/NAND/NOR gates"},
  "placement.io_buffers": {"value": 13},
  "dr.pass1.iters": {"value": 5},
  "tritoncts": {"value": "built"},
  "pin_count_of_the_biggest_net_entering_global_routing": {"value": 50},
  "slew_violations": {"value": 0},
  "critical_path.cell_chain": {"value": "ha_1, nand4_1, nor3_1, and3_1, nor3_1, a2111o_1, or4b_4, nor3_2"},
  "syn-cell-area": {"value": 5430, "unit": "sq um"},
  "place.gp.congestion": {"value": 0.968},
  "unconstrained_endpoints": {"value": 113},
  "synthesis.yosys.warnings": {"value": 8},
  "vias_per_cell": {"value": 5.14},
  "yosys_chip_area": {"value": 5430, "unit": "sq um"},
  "vias": {"value": 3960},
  "drtIter0Drc": {"value": 340},
  "detail_route.wl_per_cell": {"value": 13.0, "unit": "um"},
  "swShare": {"value": 18.2, "unit": "%"},
  "grt_setup_unrepaired": {"value": "false"},
  "yosys.cell_types.count": {"value": 69},
  "postPlaceCellArea": {"value": 5660, "unit": "sq um"},
  "net-switching-power": {"value": 64.4, "unit": "uW"},
  "peakVddDrop": {"value": 0.000119, "unit": "V"},
  "initial_utilization": {"value": 41.0, "unit": "%"},
  "grt-busiest-layer": {"value": "met1"},
  "arrival": {"value": 3340, "unit": "ps"},
  "yosysTopAreaCellShare": {"value": 31.0, "unit": "%"},
  "path_common_cell": {"value": "nor3_1"},
  "critical_path_endpoint_category": {"value": "flop"},
  "syn_avg_cell_area": {"value": 9.03, "unit": "sq um"},
  "aoi_share": {"value": 13.4, "unit": "%"},
  "power_density": {"value": 60.9, "unit": "nW/um^2"},
  "synth.mux.area_fraction": {"value": 1.15, "unit": "%"},
  "ys_sh_adder": {"value": 4.38, "unit": "%"},
  "power.static_leakage": {"value": 0.00213, "unit": "uW"},
  "worstSetupPathType": {"value": "flop to flop"},
  "core_region_area": {"value": 13200, "unit": "sq um"},
  "ctsRootBufferMaster": {"value": "clkbuf_16"},
  "hold_path.class": {"value": "flop to flop"},
  "tightest_slew": {"value": 721, "unit": "ps"},
  "enable_flop_cells": {"value": 26},
  "critPathBufInv": {"value": 0},
  "path_max_fanout": {"value": 8},
  "timing_hold_violations_final": {"value": 0},
  "stage_log_warnings": {"value": 38},
  "antenna_violations_before_repair": {"value": 0},
  "hold_buffers": {"value": 0},
  "cap_violations": {"value": 0}
}
==> layout make-up <==
cell class / count / area [sq um]
flip-flops and latches: 110 / 2460
fillers: 1248 / 7410
multi-input cells: 411 / 2640
well taps: 176 / 220
repair buffers: 17 / 160
clock buffers: 8 / 166
inverters: 48 / 180
==> registers in the layout, indices dropped and copies added, names as in the netlist <==
register	count
uart.receiver.last_signal_in	1
uart.signal_to_tx	1
uart.baudrateClockDivider.baudrateClk	1
uart.transmitter.last_signal_in	1
uart.transmitter.count	8
tdmClkDivider.genblk1.fDiv.clkDiv	18
uart.transmitter.data	8
sevenSegment.ps	2
uart.receiver.finish_receive	1
tdmClkDivider.fdivTarget.clkDiv	1
uart.baudrateClockDivider.counter	32
uart.transmitter.is_sending	1
uart.receiver.is_receiving	1
char0	8
uart.receiver.data_out	8
uart.receiver.count	8
uart.transmitter.signal_out	1
uart.last_valid_data	8
uart.last_receive	1
==> worst max-delay path by stage <==
stage	startpoint	endpoint	slack, ps
CTS	uart.baudrateClockDivider.counter[0]	uart.baudrateClockDivider.baudrateClk	5260
global route	uart.baudrateClockDivider.counter[0]	uart.baudrateClockDivider.baudrateClk	5040
finish	uart.baudrateClockDivider.counter[0]	uart.baudrateClockDivider.baudrateClk	5250
==> power by group through the flow <==
stage	clock, uW	combinational [uW]	sequential, uW
after CTS	198	1.10	159
final	195	1.07	159
after global routing	207	1.25	159
==> layer usage <==
layer,vias up,wire length [um]
li1,2072,-
met1,1795,5010
met2,84,4540
met3,9,345
met4,0,91
met5,-,0
==> worst register-to-register path, cell delays in order, from the launching register on <==
cell and delay [ps]:
dfxtp_1 450, ha_1 260, nand4_1 290, nor3_1 610, and3_1 250, nor3_1 50, a2111o_1 430, or4b_4 520
nor3_2 190
==> cell families after synthesis <==
family | count (synthesis)
and+or+nand+nor | 231
AOI/OAI and AO/OA | 113
DFF | 110
buffers and inverters | 80
xor gates and xnor gates | 41
adders and majority gates | 19
muxes | 6
other | 1
==> through the flow <==
stage               setup slack [ps]  util, %  std cells  total power [uW]  hold WS, ps
floorplan                       5670        -        601               163          350
global route                    5040     44.0        770               367          381
CTS                             5260     44.0        770               358          376
global placement                5440     42.8        762               163          362
detailed placement              5360     42.8        762               163          363
finish                          5250     44.0        770               355          370
==> cell usage in the layout, fill, tap and decap left out, types with 6 or more instances in the layout <==
cell	instances
and3_1	11
nand3b_1	6
edfxtp_1	26
and2_1	14
nand2b_1	6
dfxtp_1	84
nand2_1	51
nor2b_1	11
a21oi_1	33
nor3_1	19
clkdlybuf4s50_1	13
xnor2_1	25
or3_1	11
nor2_1	44
inv_1	48
xor2_1	16
ha_1	19
nand3_1	23
o31ai_1	6
nand4_1	9
o21ai_0	25
a211oi_1	7
Power is estimated from default activity; no workload was simulated.
